==> flow/run.sh <==
#!/bin/bash
# OpenROAD 26Q1-2900-gdf79404cd8, Yosys 0.63+post, stock flow scripts
make -C /OpenROAD-flow-scripts/flow DESIGN_CONFIG=/design/flow/config.mk WORK_HOME=/design/flow/orfs finish
==> flow/config.mk <==
export PLATFORM = sky130hd
export DESIGN_NAME = seven_seg
export DESIGN_NICKNAME = seven_seg
export VERILOG_FILES = /design/flow/design.v
export SDC_FILE = /design/flow/constraint.sdc
export NUM_CORES = 4
export LEC_CHECK = 1
export CORE_UTILIZATION = 30
==> flow/constraint.sdc <==
current_design seven_seg

set clk_period 6.0
set clk_io_pct 0.2

create_clock -name clk0 -period $clk_period [get_ports {clk}]

set non_clock_inputs [all_inputs -no_clocks]
set_input_delay [expr $clk_period * $clk_io_pct] -clock clk0 $non_clock_inputs
set_output_delay [expr $clk_period * $clk_io_pct] -clock clk0 [all_outputs]
==> flow/design.v <==
module h2seg(
    input wire [3:0]x,
    output reg [7:0]z
    );
always @(*)
begin 
	case (x)
		4'h0: z = 8'b11111100;
		4'h1: z = 8'b01100000;
		4'h2: z = 8'b11011010;
		4'h3: z = 8'b11110010;
		4'h4: z = 8'b01100110;
		4'h5: z = 8'b10110110;
		4'h6: z = 8'b10111110;
		4'h7: z = 8'b11100000;
		4'h8: z = 8'b11111110;
		4'h9: z = 8'b11110110;
		4'hA: z = 8'b11101110;
		4'hB: z = 8'b00111110;
		4'hC: z = 8'b10011100;
		4'hD: z = 8'b01111010;
		4'hE: z = 8'b10011110;
		4'hF: z = 8'b10001110;
	endcase
end
endmodule
module seven_seg
(
	input wire clk,
	input wire [15:0] in_num,
	output wire [3:0] enpos,
	output wire [7:0] seg
);
reg [1:0] k = 2'h0;
assign enpos = (4'b1 << k);
wire [3:0] to_seg = in_num[k * 4 +: 4]; 
reg cnt = 0;
wire clk_seg;
assign clk_seg = cnt;
integer i = 0;
always @(negedge clk) 
begin
	if (i < 4000)
	begin
		i = i + 1;
		cnt = 0;
	end
	else
	begin
		i = 0;
		cnt = 1;
	end
end
always @(posedge clk_seg) 
begin
	k <= k + 1'h1;
end
h2seg h2seg4(.x(to_seg), .z(seg));
endmodule 
==> run summary <==
Clock buffer depth - 2
Req. time, crit path - 4800 ps
Largest net degree at the start of global routing - 20
Hold Vio Cnt, Final - 0
Gr ovfl total - 0
Placed wire-length estimate - 2810 um
Worst Clk Skew - 20.4 ps
Mapped Avg Cell Area - 8.55 sq um
Die area - 6800 sq um
Endpoints left unconstrained - 6
Unique cell types - 35
R2R depth - 5
Setup TNS - 0 ps
CTS buffer count - 5
Max Clk Rate - 218 MHz
FP Rows - 28
Crit path kind - in -> out
Worst VDD drop - 181 uV
Final setup vio count - 0
EDFF count, synth - 0
Fin. max-slew vios - 0
Critical Path Sink Type - primary output
CTS clk-pin slew, worst paths - 30 ps
Clock Latency Late Sink - 360 ps
Avg WL per Cell - 11.6 um
Critical R2R Launch - i[0]$_SDFF_NN0_
Post-CTS setup buffer count - 0
Horiz. Die Dim - 82.5 um
Largest cells by area after synthesis - dfxtp_1 (36%), ha_1 (7.7%), a21oi_1 (7.0%), mux4_2 (4.6%), or4_1 (3.9%)
First-pass GRT wire length - 6890 um
RSZ-0062 raised after global routing - false
Worst Setup SP - in_num[9]
Via count - 1804
YS chip area - 1940 sq um
FF-to-FF setup slack - 3500 ps
H-tree levels - 2
Leak pwr - 1.15 nW
MaxCap Viol Count - 0
Hold_buf cts - 0
Worst r2r dst - i[24]$_SDFF_NN0_
Top-area cell share - 36.1%
Crit path DAT - 3380 ps
Main synth FF type - dfxtp_1
Syn. warnings - 2
Pre-Place Util - 31.9%
Gate Count Post-Synth - 227
Final WL - 4170 um
ANT nets after route - 0
Layout fillers - 615
Antenna diodes - 0
Clock Tree Root - clkbuf_8
Log Warnings - 67
CTS tree - done
GR Util All Layers - 12.9%
Setup crit start kind - primary input
Fin crit share - 76.3%
CP max FO - 5
Seq share, synth - 36.1%
Asr flop ratio synth - 0%
Min Tclk post-route - 4580 ps
Yosys top cell by area - dfxtp_1
IO buf count - 27
Relative slew margins - 50.6%
Gpl congestion - 0.818
Slew @ Worst Pin - 739 ps
Hold crit path type - reg -> reg
Yosys Instances - 227
Final Core Density - 41.4%
First-pass detailed-route iteration total - 4
Initial antenna violation count - 0
Layout cells sized above 1 - 5.99%
CTS resizes - 0
Power per cell area - 231 nW/um^2
Critical Path End - seg[6]
Initial drt markers - 54
Count of unclocked register or latch pins - 2
Vias in the first global route - 1680
Status - finished clean
#FFs+latches synth - 35
Die height - 82.5 um
Area delta synth->final - 30.1%
I/O pin count - 29
Synthesized area - 1940 sq um
# DRC - 0
Vias/cell - 5.03
Core area - 6100 sq um
==> cell usage after synthesis (all sizes together), types with 3 or more instances <==
cell,n
or3,9
mux4,4
nand4,5
xnor2,6
and3,4
a21oi,27
nor4,5
dfxtp,35
xor2,4
and4,4
buf,3
nand2,11
o31ai,9
nand3,13
nor2,16
clkbuf,8
nor2b,4
and2,3
ha,12
nor3,4
or4,10
inv,9
o21ai,10
==> critical path: stages <==
cell and delay (ps):
clkdlybuf4s50_1 410, mux4_2 540, inv_1 150, ha_1 160, inv_1 50, mux2_2 250
a22oi_1 130, clkdlybuf4s50_1 480
==> cells in the final DEF, fill, tap and decap left out, types with 3 or more instances in the layout <==
| cell type | instances |
|---|---|
| clkbuf_8 | 5 |
| ha_1 | 12 |
| o31ai_1 | 9 |
| and4_1 | 4 |
| xnor2_1 | 6 |
| mux4_2 | 4 |
| inv_1 | 42 |
| nand4_1 | 5 |
| and2_1 | 3 |
| nand3_1 | 12 |
| nor2b_1 | 4 |
| a21oi_1 | 27 |
| nor3_1 | 4 |
| xor2_1 | 4 |
| nand2_1 | 11 |
| nor4_1 | 5 |
| dfxtp_1 | 35 |
| or3_1 | 9 |
| and3_1 | 4 |
| clkdlybuf4s50_1 | 27 |
| o21ai_0 | 10 |
| or4_1 | 10 |
| nor2_1 | 16 |
==> layout make-up <==
cell class	count	area, sq um	area share [%]
multi-input combinational	172	1170	46.2
sequential	35	701	27.7
timing repair buffer	28	278	11.0
clock inverter	36	188	7.43
tap	75	93.8	3.71
clock buffer	5	68.8	2.72
inverter	8	30.0	1.19
==> registers in the layout, indices dropped and copies added, names as in the netlist <==
| register | flops |
|---|---|
| cnt | 1 |
| i | 32 |
| k | 2 |
==> per-stage QoR <==
stage | std cells | hold slack, ps | power [mW] | setup slack, ps | area [sq um]
after detailed placement | 319 | 468 | 0.292 | 1420 | 2270
after global routing | 359 | 520 | 0.623 | 1320 | 2530
after floorplan | 227 | 441 | 0.272 | 2450 | 1940
after global placement | 319 | 456 | 0.292 | 1440 | 2270
final | 359 | 483 | 0.582 | 1420 | 2530
after CTS | 359 | 485 | 0.596 | 1420 | 2530
==> kinds of logic (layout without fill, tap and decap cells) <==
family	count (synthesis)	in the layout	share of synthesized area [%]
simple gates	91	91	26.2
compound gates	53	53	15.9
flops	35	35	36.1
buf+inv	20	77	4.19
fa+ha+maj	12	12	7.73
xor+xnor	10	10	4.51
mux	5	5	5.22
other cells	1	1	0.193
==> report_power, final <==
part | internal, mW | leakage, nW | switching, mW
logic | 0.0226 | 0.619 | 0.0106
clock network | 0.193 | 0.245 | 0.135
registers | 0.221 | 0.282 | 0
total | 0.437 | 1.15 | 0.145
==> metal layers <==
metal  vias up  track usage, %  share of wire (%)
li1        949               -                  -
met1       822            17.7                 50
met2        30            19.6                 45
met3         3            4.12                5.3
met4         0            4.04               0.55
met5         -               0                  0
==> how the worst min path moves through the flow <==
| stage | startpoint | to | slack [ps] | cells past startpoint |
|---|---|---|---|---|
| after CTS | i[0]$_SDFF_NN0_ | i[0]$_SDFF_NN0_ | 480 | 1 |
| after global routing | i[0]$_SDFF_NN0_ | i[0]$_SDFF_NN0_ | 520 | 1 |
| final | i[0]$_SDFF_NN0_ | i[0]$_SDFF_NN0_ | 480 | 1 |
Power and IR drop assume default switching activity.
