--- /design/flow/run.sh ---
#!/bin/bash
# OpenROAD 26Q1-2900-gdf79404cd8, Yosys 0.63+post, stock flow scripts
make -C /OpenROAD-flow-scripts/flow DESIGN_CONFIG=/design/flow/config.mk WORK_HOME=/design/flow/orfs finish
--- /design/flow/design.v ---
module master
(
	input clk,
	input wire miso,
	output wire mosi
);
reg mosi_reg;
assign mosi = mosi_reg;
reg [7:0] temp = 8'b1100_1010;
assign memoty = temp;
always @(negedge clk) begin
		mosi_reg = temp[7];
		temp <= {temp[6:0],miso};
end
endmodule 
--- /design/flow/constraint.sdc ---
current_design master

set clk_period 1.0
set clk_io_pct 0.2

create_clock -name clk0 -period $clk_period [get_ports {clk}]

set non_clock_inputs [all_inputs -no_clocks]
set_input_delay [expr $clk_period * $clk_io_pct] -clock clk0 $non_clock_inputs
set_output_delay [expr $clk_period * $clk_io_pct] -clock clk0 [all_outputs]
--- /design/flow/config.mk ---
export PLATFORM = sky130hd
export DESIGN_NAME = master
export DESIGN_NICKNAME = master
export VERILOG_FILES = /design/flow/design.v
export SDC_FILE = /design/flow/constraint.sdc
export NUM_CORES = 4
export LEC_CHECK = 1
export CORE_AREA = 10 10 70 70
export DIE_AREA = 0 0 80 80
==> out/results.ini <==
[floorplan]
core_area_sq_um=3420
die_y_um=80
fp.dieW_um=80
ios=3
initial_utilization_pct=5.38
die_area_sq_um=6400
rows=21

[clock_network]
h-tree-depth=1
cts_buffers=3
clock-sinks=9
cts_tree=yes
insertion_delay_ns=0.32
cts_setup_buffers=0
clk_pin_slew_worst_paths_ns=0.04
root_buffer=clkbuf_4
cts_buffer_depth=2
cts_hold_buf=0

[run]
warning_count=36
max_cap_violations=0

[final_timing]
tns_ns=-0.395
finalClockSkew_ns=0.00684
relSlewSlack_pct=95.9
grt_setup_unrepaired=true
setup_viol=1
worst_pin_slew_ns=0.0618
final_max_slew_viol_count=0
worst_slack_ns=-0.395
hold_viol=0

[final_layout]
drive_above_1_share_pct=16.7
mi_logic_area_sq_um=0
lay_top_cells=10 x inv_1, 9 x dfxtp_1, 3 x clkbuf_4
num-fill-cells=406
post-route-util_pct=9.16
logic_gate_count=0
largest_reg_flops=8
syn2layout_area_growth_pct=70.1
lay_top_count=inv_1

[power]
power_density_nw_per_um2=2490
p_total_mw=0.778
vdd_drop_max_mv=1.20
power_leakage_nw=0.151

[yosys]
synth.cell_area_sq_um=184
numSynthFlops=9
synth_warnings=2
synth_top_area_share_pct=98.0
yosys_cells=10
synthTopCellsByArea=dfxtp_1 98%, inv_1 2.0%
syn_inst=10
top_area_cell=dfxtp_1
ys_types=2
synth_seq_share_pct=98.0
syn_area_per_cell_sq_um=18.4
synth-area-yosys_sq_um=184

[route]
via_count=113
routed_wl_um=220
num_antenna_cells=0
vias_per_cell=1.61
first_pass_iters=2
drc_errors=0
wl_per_cell_um=3.14
drt_iter0_markers=2
final_antenna_net_count=0

[setup_path]
max_stage_delay_ns=0.28
crit_family=flip-flops
cp_max_fo=1
cp_slowest_cell=dfxtp_1
required_ns=0.80
startpoint_type=register
path_cells=buf_2
path_buffers=1
crit_arrival_ns=1.19
criticalPathCategory=reg -> out
worstSetupEndpointType=output port

[status]
outcome=finished with violations
violations=setup timing

[placement]
finalWeightedCongestion=0.559
portBuffers=2

[grt]
grt.total_usage_pct=0.930
antenna_found_initial=0
globalRouteOverflowTotal=0
grt_max_degree=6
grt_pass1_wl_um=400
first_global_vias=116

[min_path]
min_path_type=reg -> reg

per-layer routing:
| metal | wire length [um] | vias to the layer above | global-route usage (%) |
|---|---|---|---|
| met1 | 105 | 47 | 0.672 |
| met5 | 0 | - | 0 |
| met4 | 0 | 0 | 0.704 |
| met2 | 59 | 7 | 0.161 |
| met3 | 55 | 0 | 2.73 |
| li1 | - | 59 | - |
logic make-up after synthesis:
logic type	Yosys count	share of synthesized area, %
DFF	9	98.0
buffers and inverters	1	2.04
layout make-up:
type | count | area [sq um] | area share [%]
clock buffers | 3 | 22.5 | 7.20
flip-flops and latches | 9 | 180 | 57.6
repair buffers | 2 | 15.0 | 4.80
clock inverters | 10 | 37.5 | 12.0
well taps | 46 | 57.6 | 18.4
path summary, 6_finish.rpt:
kind                            cells past startpoint  slack [ns]              end             start
worst max-delay path                                1       -0.39             mosi  mosi_reg$_DFF_N_
worst min register to register                      0        0.32  temp[1]$_DFF_N_   temp[0]$_DFF_N_
worst max register to register                      0        0.60  temp[2]$_DFF_N_   temp[1]$_DFF_N_
worst min-delay path                                0        0.32  temp[1]$_DFF_N_   temp[0]$_DFF_N_
what timing repair did:
action	CTS	global route
gates cloned	0	0
gates resized	3	0
endpoints found under the setup margin	1	1
per-stage QoR:
stage               cell area (sq um)  worst slack [ns]  hold WS [ns]  cells
finish                            313            -0.395         0.315     70
global route                      313            -0.450         0.315     70
CTS                               313            -0.418         0.317     70
detailed placement                262            -0.456         0.312     58
global placement                  262            -0.452         0.310     58
floorplan                         184            0.0385         0.310     10
cell usage after synthesis:
cell type,number
dfxtp_1,9
inv_1,1
power by group:
| part | total [mW] | switching (mW) | internal [mW] |
|---|---|---|---|
| Sequential | 0.385 | 0.00334 | 0.381 |
| Clock | 0.388 | 0.198 | 0.191 |
| Combinational | 0.00533 | 0.000706 | 0.00463 |
Power figures rest on the tool's default switching activity, not on a simulated workload.
